==> /design/flow/run.sh <==
#!/bin/bash
# OpenROAD 26Q1-2900-gdf79404cd8, Yosys 0.63+post, stock flow scripts
make -C /OpenROAD-flow-scripts/flow DESIGN_CONFIG=/design/flow/config.mk WORK_HOME=/design/flow/orfs finish
==> /design/flow/config.mk <==
export PLATFORM = sky130hd
export DESIGN_NAME = top
export DESIGN_NICKNAME = top
export VERILOG_FILES = /design/flow/design.v
export SDC_FILE = /design/flow/constraint.sdc
export NUM_CORES = 4
export LEC_CHECK = 1
export CORE_UTILIZATION = 30
==> /design/flow/constraint.sdc <==
current_design top

set clk_period 2.7
set clk_io_pct 0.2

create_clock -name clk0 -period $clk_period [get_ports {clk}]

set non_clock_inputs [all_inputs -no_clocks]
set_input_delay [expr $clk_period * $clk_io_pct] -clock clk0 $non_clock_inputs
set_output_delay [expr $clk_period * $clk_io_pct] -clock clk0 [all_outputs]
==> /design/flow/design.v <==
module top(
    input  logic clk,
    output logic RGB_R,
    output logic RGB_B,
    output logic RGB_G
);
    parameter BLINK_INTERVAL = 2000000;
    logic [31:0] counter;
    logic [2:0] state = 3'b100;
    always_ff @(posedge clk) begin
        if (counter >= BLINK_INTERVAL) begin
            counter <= 0;
            state <= ~state;
            state <= (state << 1) | state[2];
            {RGB_R, RGB_G, RGB_B} <= state; 
            end
        else begin
            counter <= counter + 1;
        end
    end
endmodule
==> notes.md <==
The synthesis and PnR run went through. Placement row count landed at 24. In this run the VDD rail shows a maximum IR drop of 0.0003258 V. Per the detailed placement report, the placed cell area equals 1556 sq um. Top-level port count landed at 4.

Number of enable-type register cells in the synthesized netlist landed at 6. Final worst clock skew landed at 0.005752 ns. Maximum fanout encountered on the critical timing path landed at 6. The via count of the first global-routing pass was 928. After global routing the overflow that remains totals 0. For reference, the top cells by area after synthesis are dfxtp_1 45%, edfxtp_1 13%, xnor2_1 6.7%, nor2_1 4.7%, nand3_1 2.8%.

Per the synth stats, the flop cell with the highest instance count is dfxtp_1. Per the OpenROAD floorplan log, the height of the die is 70.99 microns. Antenna violation net count after detailed routing landed at 0. Number of warning messages in the logs landed at 27. Count of cells along the worst register-to-register path landed at 5. The arrival time of data at the worst endpoint is listed as 2.17 ns. The count of cells in the finished layout, fillers not included, comes to 208. CTS placed an instance of clkbuf_8 at the clock tree root. Worst setup slack after layout landed at 0.7490 ns. Clock-pin slew of the registers on the worst-case setup and hold paths landed at 0.07 ns.

The final timing summary puts the cycle share of the worst path at 72.26%. STA classifies the critical path endpoint as a flip-flop. Clock period minus final worst setup slack landed at 1.951 ns. According to the hold report, the worst path is of the reg2reg type. The power report puts the leakage power at 0.5558 nW. Floorplan-stage core utilization landed at 31.91%. Placement-stage worst setup slack landed at 0.7497 ns. In this run, post-CTS repair resized a total of 0 instances. Met2 usage landed at 14.64%. Sum of routed wire length over all layers landed at 2161 microns. Number of iterations in the first detailed-routing pass landed at 10. Summing internal, switching and leakage power gives 1.171 mW. Die span in x landed at 70.99 microns. Along the worst hold path, the cell count comes to 0. The clock H-tree reported by CTS has 2 levels. The first global-routing pass estimated 3912 microns of wire. In the Yosys report, the sequential cells make up 57.49% of the chip area. STA reports a reg2reg setup slack of 0.75 ns.

Yosys stat cell total landed at 137. Post-synth design cell area landed at 1428 sq um. The final timing report counts setup violations totalling 0.

Via density per instance landed at 4.567. The number of different library cells used by synthesis comes to 31. In this run the deepest clock path goes through 2 buffers. Per the skew report, the later register of the worst-skew pair sees a clock latency of 0.29 ns.

After routing the design area is 1699 sq um. The die covers 5039 sq um. Once synthesis finished, the tally of register bits stood at 38.

Entering global routing, the biggest net connects 28 pins. Max-cap violations in this run came to 0. Violation count after the first detailed-routing iteration landed at 37.

Setup repair after global routing left no endpoint under its margin. Across every metal layer, demand over resource in global routing totals 9.435%. The OpenROAD report gives the critical path a required time of 2.92 ns. The clock tree has to reach 38 sinks. Max-slew violation count landed at 0.

Total instance count after detailed placement landed at 200. Hold repair after CTS inserted 0 buffers. Peak clock frequency supported by timing landed at 512.6 MHz. Gate count of the mapped netlist landed at 137. Hold violation count in the final report landed at 0. Post-DP HPWL landed at 1483 microns. The flow ran to the end, and the final reports show no timing, DRC or antenna violations. Yosys-reported design area after synthesis landed at 1428 sq um. Post-synthesis average cell area landed at 10.42 sq um. The worst setup path is launched from a flip-flop. The worst setup path is of the reg2reg kind.

Hold timing on the final database bottoms out at a slack of 0.4520 ns. Weighted congestion reported at the end of routability-driven placement landed at 0.7872. Post-CTS timing repair inserted 0 buffers for setup. TritonCTS built the clock tree. Summed over all failing endpoints, the final setup total negative slack is 0 ns. Warnings reported by Yosys during synthesis add up to 1.

Per the TritonCTS log, the buffer count is 5. Final standard cell utilization of the core landed at 37.98%. Fraction of layout cells with a size suffix above 1 landed at 8.333%. Antenna diode instance count landed at 0. The synthesis report gives the async set-or-reset register share as 0%. Per the OpenROAD floorplan log, the area of the core is 4474 sq um. Vias after detailed routing landed at 950. In this run the biggest area consumer among cell types represents 44.87% of the synthesized area. In the global route stage, met3 resource usage came out at 1.012%.

Count of input and output buffers landed at 3. Power density over cell area landed at 688.9 nW/um^2. Post-synthesis to final-layout area growth landed at 19.02%. The largest total area in the synthesized netlist belongs to dfxtp_1. TritonRoute output was used to compute an average wire per cell of 10.39 microns. The number of antenna violations at the first check in global routing came to 0. Number of remaining DRC errors landed at 0. Global route summary, busiest routing layer listed as met2. Met1 track utilization from global routing landed at 14.42%.
critical path, cell delays in order (launching register included):
cell and delay [ns]:
dfxtp_1 0.39, ha_1 0.27, nand4_4 0.15, or3_4 0.43
or4_1 0.50, a21oi_1 0.15
layout make-up:
class / count / area, sq um
fill: 406 / 2775
sequential: 38 / 820.8
multi-input combinational: 100 / 610.6
clock buffer: 6 / 82.58
tap: 52 / 65.06
clock inverter: 2 / 60.06
timing repair buffer: 4 / 37.54
inverter: 6 / 22.52
report_power, final:
group          switching (mW)  internal [mW]  total, mW  leakage (nW)
clock network           0.185          0.394      0.579        0.0714
registers             0.00249          0.584      0.587         0.336
logic                 0.00206        0.00244    0.00450         0.149
cell families after synthesis:
group | share of synthesized area [%]
other | 0.2627
AOI/OAI and AO/OA | 5.347
DFF | 57.49
and+or+nand+nor | 24.19
adders and majority gates | 1.753
buffers and inverters | 2.366
xor gates and xnor gates | 8.589
cell usage after synthesis, types with 4 or more instances:
| cell type | count |
|---|---|
| dfxtp_1 | 32 |
| nor2_1 | 18 |
| xnor2_1 | 11 |
| nand3_1 | 8 |
| edfxtp_1 | 6 |
| inv_1 | 6 |
| nand2_1 | 6 |
| a21oi_1 | 5 |
| nor3_1 | 5 |
| o21ai_0 | 4 |
| or4_1 | 4 |
state kept, by name, indices dropped and copies added, names as in the netlist:
name and cells:
RGB_R 1, RGB_B 1, RGB_G 1, counter 32, state 3
final timing paths:
check / end / from
worst max-delay path: counter[20]$_SDFF_PP0_ / counter[0]$_SDFF_PP0_
worst min-delay path: state[0]$_DFFE_PP_ / state[2]$_DFFE_PP_
worst max register to register: counter[20]$_SDFF_PP0_ / counter[0]$_SDFF_PP0_
worst min register to register: state[0]$_DFFE_PP_ / state[2]$_DFFE_PP_
metal layers:
| layer | up-vias | part of all wire [%] | wire length, microns |
|---|---|---|---|
| li1 | 506 | - | - |
| met1 | 424 | 52 | 1116 |
| met2 | 16 | 43 | 924 |
| met3 | 4 | 3.5 | 76 |
| met4 | 0 | 2.0 | 43 |
| met5 | - | 0 | 0 |
cell usage in the layout (no fill, tap or decap), drive strengths merged, types with 5 or more instances in the layout:
cell type,instances
nand3,9
or4,5
clkbuf,6
dfxtp,32
nand2,6
xnor2,11
nor2,18
inv,6
a21oi,5
nor3,5
edfxtp,6
conb,11
Power is estimated from default activity; no workload was simulated.
