File: flow/run.sh
#!/bin/bash
# OpenROAD 26Q1-2900-gdf79404cd8, Yosys 0.63+post, stock flow scripts
make -C /OpenROAD-flow-scripts/flow DESIGN_CONFIG=/design/flow/config.mk WORK_HOME=/design/flow/orfs finish
File: flow/config.mk
export PLATFORM = sky130hd
export DESIGN_NAME = pwmblink
export DESIGN_NICKNAME = pwmblink
export VERILOG_FILES = /design/flow/design.v
export SDC_FILE = /design/flow/constraint.sdc
export NUM_CORES = 4
export LEC_CHECK = 1
export CORE_UTILIZATION = 50
File: flow/constraint.sdc
current_design pwmblink

set clk_period 31.2
set clk_io_pct 0.2

create_clock -name clk0 -period $clk_period [get_ports {clk}]

set non_clock_inputs [all_inputs -no_clocks]
set_input_delay [expr $clk_period * $clk_io_pct] -clock clk0 $non_clock_inputs
set_output_delay [expr $clk_period * $clk_io_pct] -clock clk0 [all_outputs]
File: flow/design.v
module pwmblink(
    input  logic clk,
    output logic RGB_R,
    output logic RGB_B,
    output logic RGB_G
);
    parameter CLKMAX = 12000000;  
    logic [31:0] counter = 0; 
    logic [8:0] x = 0;  
    logic [7:0] sharktooth = 0;  
    logic [7:0] red;
    logic [7:0] green;
    logic [7:0] blue;
    always_ff @(posedge clk) begin
        if (counter >= CLKMAX/360) begin
            counter <= 0;
            if (x >= 359) begin
                x <= 0;
            end
            else begin
                x <= x + 1;
            end
            end
        else begin
            counter <= counter + 1;
        end
        sharktooth <= sharktooth + 1;
    end
    always_comb begin
        if(x < 60) begin
            green = 255*x/60;
            blue = 0;
            red  = 255;
        end else if (x < 120) begin
            green = 255;
            blue = 0;
            red  = 255 - 255*(x-60)/60;
        end else if (x < 180) begin
            green = 255;
            blue = 255*(x-120)/60;
            red  = 0;
        end else if (x < 240) begin
            green = 255 - 255*(x-180)/60;
            blue = 255;
            red  = 0;
        end else if (x < 300) begin
            green = 0;
            blue = 255;
            red  = 255*(x-240)/60;
        end else begin
            green = 0;
            blue = 255 - 255*(x-300)/60;
            red  = 255;
        end
    end
    assign {RGB_R, RGB_G, RGB_B} = {sharktooth < red, sharktooth < green, sharktooth < blue};
endmodule
==> out/metrics.cfg <==
[sta]
hold_violations=0
finalSetupTns_ns=0
grt_setup_unrepaired=no
worstMarginPinSlew_ns=0.9554
relSlewSlack_pct=36.31
finalCriticalPeriod_ns=21.18
fmax_mhz=47.22
setup_violations=0
hold_ws_ns=0.4926
period_used_pct=67.88
clock-skew-final_ns=0.01462
slew_violations=0

[grt]
grt_pass1_wl_mm=86.19
grt_max_degree=31
overflow=0
grt_pass1_vias=15396
antenna_found_initial=0
grt_use_total_pct=30.72

[clocking]
cts_setup_buffers=0
cts.sinks=49
path_clk_slew_ns=0.08
clk_path_buf_depth=2
cts_root_buffer=clkbuf_16
cts_resized=0
cts_buffers=5
cts.hold.buffers_added=0
htreeDepth=2
cts_tree=built
clock_latency_ns=0.30

[die]
die_width_um=194.2
core-area_sq_mm=0.03643
rows=70
dieArea_sq_mm=0.03770
die_h_um=194.2
ios=4
fp_util_pct=50.67

[route]
first_pass_iters=5
routedWlPerCell_um=19.88
drc_errors=0
drt-initial-drc-count=927
avgViaCountPerCell=5.805
vias=15767
antenna-diode-count=0
wirelength_mm=53.99
final_antenna_net_count=0

[layout]
layout-drive-gt1-share_pct=5.027
syn_to_final_growth_pct=4.730
fin_area_sq_mm=0.01934
final_common_cell=inv_1
lay_top_cells=inv_1 (440), ha_1 (237), fa_1 (226)

[job]
drv_cap=0
tool_warnings=66

[critical_path]
critPathTopFamily=AND-OR/OR-AND gates
reg2reg_slack_ns=28.43
arrival_ns=14.94
cp_max_fo=17
cp_slowest_cell=edfxtp_1
cp-start-kind=register
endpoint_kind=output port
path_buffers=6
cp_data_required_time_ns=24.96
rr_startpoint=x[4]
critical_path_class=register to output port
setup.worst_path.start=x[7]
critPathMaxStageDelay_ns=0.99

[yosys]
synth_area_sq_mm=0.01846
syn_avg_cell_area_sq_um=8.246
synth_async_sr_flop_share_pct=0
synthCells=2239
ys_seq_share_pct=5.801
yosys_cells=2239
synth-edff-count=9
ff_type=dfxtp_1
ys_area_sq_mm=0.01846
synth_warnings=1
ys.flops=49
synth_cell_type_count=108

[hold_path]
hold_start=sharktooth[0]
hold_path.class=register to register

[status]
outcome=finished, final reports clean

[place]
place_hpwl_mm=45.76
port_buffers=3
placed_area_sq_mm=0.01919
place_congestion=0.9944

[kinds of logic after synthesis]
logic type,share of synthesized area [%]
compound gates,21.44
buf+inv,10.33
simple gates,13.00
fa+ha+maj,40.75
xor+xnor,7.163
flops,5.801
mux,1.491
other cells,0.02031
[final timing paths]
kind | to | cells after the start
worst max register to register | x[6] | 6
worst min register to register | sharktooth[0] | 1
worst min-delay path | sharktooth[0] | 1
worst max-delay path | RGB_R | 48
[state kept, by name, summed over array words and instances (netlist names)]
signal / flops
counter: 32
sharktooth: 8
x: 9
[area by class of cell]
class	instances	area, sq um
Clock inverter	3	25.02
Tap cell	468	585.6
Inverter	444	1667
Fill cell	3455	17100
Multi-Input combinational cell	1705	15540
Timing Repair Buffer	42	322.8
Sequential cell	49	1071
Clock buffer	5	125.1
[cells in the mapped netlist, types with 10 or more instances]
cell,n,share of area [%]
inv_1,440,8.9
ha_1,237,16
fa_1,226,25
nor2_1,134,2.7
nand2_1,125,2.5
a21oi_1,107,2.9
o21ai_0,93,2.5
xnor2_1,90,4.3
nand3_1,56,1.5
xor2_1,56,2.7
dfxtp_1,40,4.3
a21o_1,39,1.6
o211ai_1,39,1.6
a211oi_1,37,1.5
clkbuf_1,35,0.71
nor3_1,31,0.84
a31oi_1,27,0.91
nand4_1,26,0.88
o21a_1,22,0.89
and3_1,20,0.68
o21ai_1,20,0.54
mux2i_1,19,1.0
buf_2,16,0.43
or3_1,14,0.47
nor2b_1,13,0.44
nor4_1,13,0.44
nand2b_1,12,0.41
o22ai_1,11,0.37
a211o_1,10,0.47
o31ai_1,10,0.41
[routing by layer]
layer	track usage, %	wire length (um)
met4	5.056	1160
met3	6.445	3810
met1	47.29	24990
met5	0	0
met2	46.91	24030
[stage by stage]
stage / worst slack [ns] / utilization [%] / std cells
6_report: 10.02 / 53.07 / 2716
5_1_grt: 8.935 / 53.07 / 2716
4_1_cts: 10.12 / 53.07 / 2716
3_5_place_dp: 10.51 / 52.66 / 2708
3_3_place_gp: 10.61 / 52.66 / 2708
2_1_floorplan: 12.82 / - / 2254
